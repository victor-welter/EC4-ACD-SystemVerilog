File: flow/design.v
package definitions;
    typedef logic [15:0] word_t;
    typedef logic [31:0] dword_t; 
endpackage
module trabalho_03
(
	input logic clk_i,
	input logic rst_ni,
	input logic [4:0] troom_i,
	input logic up_i,
	input logic dn_i,
	output logic cool_o,
	output logic heat_o
);
	typedef enum logic [3 - 1:0] {  
		HEAT = 3'b001,
		IDLE = 3'b010,
		COOL = 3'b100
	} fsm_t;
	fsm_t cs;
	fsm_t ns;
	logic [4:0] tref_i = 5'b11001;
	const logic deltaT = 1'b1;
	always_comb begin
		case(cs)
			HEAT:
				if(troom_i > tref_i) 
					ns = IDLE;
				else 
					ns = HEAT;
			COOL:
				if(troom_i < tref_i)
					ns = IDLE;
				else
					ns = COOL;
			IDLE:
				if(troom_i < (tref_i - deltaT)) 
					ns = HEAT;
				else if(troom_i > (tref_i + deltaT))
					ns = COOL;
				else
					ns = IDLE;
			default:
				ns = IDLE;
		endcase
	end
	assign cool_o = (cs == COOL);
	assign heat_o = (cs == HEAT);
	always_ff @(posedge clk_i or negedge rst_ni) begin
		if(!rst_ni)
			cs <= IDLE;
		else
			cs <= ns;
	end
	always_ff @(posedge clk_i or negedge rst_ni) begin
		if(!rst_ni) begin
			tref_i <= 5'b11001;
		end else begin
			if(up_i) begin
				tref_i <= tref_i + 1'b1;
			end
			if(dn_i) begin
				tref_i <= tref_i - 1'b1;
			end
		end
	end
endmodule
File: flow/run.sh
#!/bin/bash
# OpenROAD 26Q1-2900-gdf79404cd8, Yosys 0.63+post, stock flow scripts
make -C /OpenROAD-flow-scripts/flow DESIGN_CONFIG=/design/flow/config.mk WORK_HOME=/design/flow/orfs finish
File: flow/config.mk
export PLATFORM = sky130hd
export DESIGN_NAME = trabalho_03
export DESIGN_NICKNAME = trabalho_03
export VERILOG_FILES = /design/flow/design.v
export SDC_FILE = /design/flow/constraint.sdc
export NUM_CORES = 4
export LEC_CHECK = 1
export CORE_AREA = 10 10 92 92
export DIE_AREA = 0 0 102 102
File: flow/constraint.sdc
current_design trabalho_03

set clk_period 3.9
set clk_io_pct 0.2

create_clock -name clk0 -period $clk_period [get_ports {clk_i}]

set non_clock_inputs [all_inputs -no_clocks]
set_input_delay [expr $clk_period * $clk_io_pct] -clock clk0 $non_clock_inputs
set_output_delay [expr $clk_period * $clk_io_pct] -clock clk0 [all_outputs]
==> impl_metrics.json <==
{
  "synth_cells": 86,
  "place_ws_ns": 1.29,
  "design_area_mm2": 0.00103,
  "fin_crit_ns": 2.37,
  "grt_pass1_vias": 709,
  "gr-total-overflow": 0,
  "clk_pin_slew_ns": 0.04,
  "post_cts_buffers": 0,
  "worst_pin_slew_ns": 0.377,
  "rrSetupSlack_ns": 1.57,
  "diodes": 0,
  "r2r-end": "cs[0]",
  "h-tree-depth": 1,
  "p_leak_nw": 0.425,
  "fp.dieH_um": 102,
  "place_hpwl_um": 1480,
  "fp-utilization_pct": 12.4,
  "gp_congestion": 0.840,
  "nFillCells": 713,
  "top_cells_by_area": "ha_1 (25%), dfstp_2 (13%), dfrtp_1 (12%)",
  "hold_slack_ns": 0.521,
  "required_ns": 4.05,
  "grt_pass1_wl_um": 3240,
  "synth_seq_share_pct": 25.6,
  "hp-class": "reg2reg",
  "path_max_fanout": 4,
  "setup_viol": 0,
  "fin_cells": 174,
  "finalClockSkew_ns": 0.000564,
  "power_mw": 0.709,
  "finalWirelength_um": 1780,
  "drt_iter0_drc": 24,
  "warnings": 27,
  "drtAntennaViolNets": 0,
  "swShare_pct": 43.1,
  "layout_top_cells": "ha_1 (16), xnor2_1 (10), clkdlybuf4s50_1 (10), inv_1 (9)",
  "row_count": 29,
  "cts_buffer_depth": 2,
  "vias_per_cell": 3.77,
  "ys_warn_count": 1,
  "grt_max_degree": 9,
  "numSynthFlops": 8,
  "r2r_start": "tref_i[0]",
  "chip_area_mm2": 0.0104,
  "largest_area_cell": "ha_1",
  "final_layout_top_logic_cell": "ha_1",
  "powerDensity_mw_per_mm2": 688,
  "final.setup.worst_slack_ns": 1.53,
  "slew_viol_final": 0,
  "hold_buffers": 0,
  "dr.pass1.iters": 4,
  "max_freq_mhz": 422,
  "cts-root-buf": "clkbuf_8",
  "maxCapViolCount": 0,
  "cp.arrival_ns": 2.52,
  "avgSynthCellArea_um2": 9.33,
  "p_seq_share_pct": 23.1,
  "cts_sinks": 8,
  "num_vias": 656,
  "ir_drop_v": 0.000302,
  "placedCellCount": 171,
  "synth_cell_types": 31,
  "power_frac_clock_pct": 14.0,
  "synth_top_area_share_pct": 25.0,
  "status": "finished, final reports clean",
  "placed_area_um2": 990,
  "yosys-stat-area_um2": 802,
  "cp-startpoint": "troom_i[3]",
  "power_switching_mw": 0.306,
  "yosysCellCount": 86,
  "cp-start-kind": "input pin",
  "rsz0062_at_grt": "false",
  "grt_usage_pct": 3.73,
  "critical_path.endpoint_type": "flop",
  "post_drt_wl_per_cell_um": 10.2,
  "ctsResizeCount": 0,
  "fp.dieW_um": 102,
  "tritoncts": "yes",
  "crit_type": "in2reg",
  "combPwrFrac_pct": 62.9,
  "clkLatencyLatePin_ns": 0.22,
  "cts_inserted_buffers": 3,
  "rr_worst_depth": 8,
  "utilization_pct": 16.0,
  "synth_area_um2": 802,
  "antenna_found_initial": 0,
  "core_mm2": 0.00646,
  "finalClockPeriodUsage_pct": 60.8,
  "layout-drive-gt1-share_pct": 8.25,
  "drc": 0,
  "hold_violations": 0,
  "io_buffers": 10,
  "p_int_mw": 0.404,
  "ioPinCount": 11,
  "finalSetupTns_ns": 0,
  "endpoint": "cs[0]",
  "max_slew_margin_pct": 74.8,
  "area_growth_pct": 28.5
}
-- cells by family after synthesis --
logic type | synth area share [%]
AOI/OAI and AO/OA | 20.0
xor gates and xnor gates | 10.9
adders and majority gates | 25.0
buffers and inverters | 5.30
DFF | 25.6
and+or+nand+nor | 13.3
-- synth_stat cells --
master,number
nor3_1,2
o21bai_1,1
inv_1,9
o32ai_1,1
ha_1,16
a32o_1,1
o32a_1,1
o211ai_1,2
xnor2_1,10
a21boi_0,2
and2_1,1
a22oi_1,1
a211oi_1,1
o41ai_1,1
nor2_1,3
dfrtp_1,4
a21oi_1,3
buf_2,1
o21ai_0,3
o211a_1,1
dfstp_2,4
and4b_1,1
o31ai_1,2
nor2b_1,2
nand2_1,2
and3_2,1
clkbuf_1,1
nand4_1,2
or3b_1,1
o21a_1,2
nand3_1,4
-- worst max-delay path: stages --
cell and delay (ns):
clkdlybuf4s50_1 0.49, ha_1 0.36, and4b_1 0.20, o21a_1 0.20, or3b_1 0.38, o211ai_1 0.10
-- area by class of cell --
type / count / area, um^2 / area share, %
repair buffers: 10 / 100 / 9.71
multi-input cells: 67 / 554 / 53.8
inverters: 9 / 33.8 / 3.28
flip-flops and latches: 8 / 205 / 19.9
clock buffers: 3 / 41.3 / 4.00
well taps: 77 / 96.3 / 9.34
-- flip-flops by register name, indices dropped and copies added (netlist names) --
signal and count:
cs 3, tref_i 5
-- layer usage --
layer	global-route usage [%]	vias to the layer above	part of all wire [%]	wire [um]
met5	0	-	0	0
met4	0.434	0	0.96	17
met3	0.682	2	3.8	67
met2	6.62	14	47	843
met1	4.72	302	48	846
li1	-	338	-	-
-- power by group through the flow --
stage / logic (mW) / registers (mW) / clock network [mW]
CTS: 0.450 / 0.165 / 0.102
global route: 0.525 / 0.173 / 0.107
finish: 0.446 / 0.164 / 0.0992
-- worst min-delay path by stage --
stage	startpoint	end	slack, ns	cells after the start
final	tref_i[0]	tref_i[0]	0.52	1
after global routing	tref_i[0]	tref_i[0]	0.55	1
after CTS	tref_i[0]	tref_i[0]	0.52	1
Power and IR drop assume default switching activity.
