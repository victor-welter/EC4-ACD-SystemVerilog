[design/flow/config.mk]
export PLATFORM = sky130hd
export DESIGN_NAME = exe_25
export DESIGN_NICKNAME = exe_25
export VERILOG_FILES = /design/flow/design.v
export SDC_FILE = /design/flow/constraint.sdc
export NUM_CORES = 4
export LEC_CHECK = 1
export CORE_AREA = 10 10 98 98
export DIE_AREA = 0 0 108 108
[design/flow/constraint.sdc]
current_design exe_25

set clk_period 4.2
set clk_io_pct 0.2

create_clock -name clk0 -period $clk_period [get_ports {clk_i}]

set non_clock_inputs [all_inputs -no_clocks]
set_input_delay [expr $clk_period * $clk_io_pct] -clock clk0 $non_clock_inputs
set_output_delay [expr $clk_period * $clk_io_pct] -clock clk0 [all_outputs]
[design/flow/design.v]
package definitions;
    typedef logic [15:0] word_t;
    typedef logic [31:0] dword_t; 
endpackage
module exe_25
(
	input logic clk_i,
	input logic rst_ni,
	input logic enable_i,
	output logic light_o
);
	typedef enum logic [3 - 1:0] {  
		STOP = 3'b001,
		ON   = 3'b010,
		OFF  = 3'b100
	} fsm_t;
	fsm_t cs;
	fsm_t ns;
	logic [25:0] timer;
	assign light_o = (cs == ON);
	always_comb begin
		case(cs)
			STOP:
				if(enable_i)
					ns = ON;
				else
					ns = STOP;
			ON:
				if(!enable_i)
					ns = STOP;
				else if(timer == 27'h2)
					ns = OFF;
				else
					ns = ON;
			OFF:
				if(!enable_i)
					ns = STOP;
				else if(timer == 27'h1)
					ns = ON;
				else
					ns = OFF;
			default:
				ns = STOP;
		endcase
	end
	always_ff @(posedge clk_i or negedge rst_ni) begin
		if(!rst_ni)
			cs <= STOP;
		else
			cs <= ns;
	end
	always_ff @(posedge clk_i or negedge rst_ni) begin
		if(!rst_ni) begin
			timer <= '0;
		end else begin
			if(cs != ns)
				timer <= '0;
			else
				timer <= timer + 1'b1;
		end
	end
endmodule
[design/flow/run.sh]
#!/bin/bash
# OpenROAD 26Q1-2900-gdf79404cd8, Yosys 0.63+post, stock flow scripts
make -C /OpenROAD-flow-scripts/flow DESIGN_CONFIG=/design/flow/config.mk WORK_HOME=/design/flow/orfs finish
==> results.sh <==
# implementation run metrics
export IMPL_final_common_cell="dfrtp_1"
export IMPL_seq_area_frac_synth_pct=43.9
export IMPL_synth_cells=175
export IMPL_htree_levels=2
export IMPL_cts_max_path_buffers=2
export IMPL_xor_share_pct=6.88
export IMPL_muxShareOfSynthArea_pct=0
export IMPL_grt_pass1_wl_mm=6.64
export IMPL_cts_made_buffers=5
export IMPL_synth_top_flop_cell="dfrtp_1"
export IMPL_critPathArrivalTime_ns=1.48
export IMPL_end_kind="primary output"
export IMPL_num_vias=1413
export IMPL_ys_cells=175
export IMPL_maxCapViolations=0
export IMPL_cts_root_buf="clkbuf_8"
export IMPL_p_int_mw=0.540
export IMPL_period_needed_ns=2.32
export IMPL_finalWorstSetupSlack_ns=1.88
export IMPL_r2r_start="timer[7]$_DFF_PN0_"
export IMPL_power_frac_seq_pct=42.6
export IMPL_ir_drop_uv=124
export IMPL_worstPathMaxFanout=6
export IMPL_fp_util_pct=21.6
export IMPL_track_usage_pct=6.77
export IMPL_numPortBuffers=3
export IMPL_postCtsHoldBufs=0
export IMPL_synth_cell_types=36
export IMPL_status="finished, final reports clean"
export IMPL_hpwl_mm=2.34
export IMPL_cts_tree="yes"
export IMPL_yosys_warnings=1
export IMPL_drc=0
export IMPL_grt_busiest_layer="met1"
export IMPL_regToRegSetupSlack_ns=1.95
export IMPL_final_layout_size_suffix_gt1_share_pct=8.89
export IMPL_preCtsSetupSlack_ns=1.98
export IMPL_pin_count=4
export IMPL_warning_count=27
export IMPL_ys_sh_aoi_pct=19.0
export IMPL_gp_congestion=0.830
export IMPL_worstHoldPathType="reg2reg"
export IMPL_gr_usage_met3_pct=1.99
export IMPL_core_area_um2=7650
export IMPL_cts_resized=0
export IMPL_clock_sinks=29
export IMPL_clk_latency_ns=0.28
export IMPL_core_rowCount=32
export IMPL_grt_setup_unrepaired="no"
export IMPL_p_leak_nw=0.706
export IMPL_drtIter0Drc=90
export IMPL_cp_startpoint="cs[2]$_DFF_PN0_"
export IMPL_cp_start_kind="register"
export IMPL_yosysChipArea_um2=1650
export IMPL_wire_per_inst_um=12.9
export IMPL_comb_power_share_pct=7.4
export IMPL_overflow=0
export IMPL_grt_use_met2_pct=9.83
export IMPL_antenna_left=0
export IMPL_area_growth_pct=16.8
export IMPL_ys_ff=29
export IMPL_p_switching_mw=0.154
export IMPL_power_density_nw_per_um2=360
export IMPL_reg2reg_depth=4
export IMPL_dr_pass1_iters=4
export IMPL_die_height_um=108
export IMPL_die_area_um2=11700
export IMPL_maxSlewViolCount=0
export IMPL_fp_dieW_um=108
export IMPL_crit_required_ns=3.36
export IMPL_min_to="timer[0]$_DFF_PN0_"
export IMPL_adder_share_pct=2.27
export IMPL_hp_start="timer[0]$_DFF_PN0_"
export IMPL_antenna_cells_inserted=0
export IMPL_antenna_found_initial=0
export IMPL_fin_crit_sh_pct=55.2
export IMPL_async_reset_ff_share_pct=100
export IMPL_grt_max_degree=30
export IMPL_logic_family="simple AND/OR/NAND/NOR gates"
export IMPL_netlist_area_um2=1650
export IMPL_tns_ns=0
export IMPL_tightestPinTransition_ns=0.421
export IMPL_use_met1_pct=9.99
export IMPL_grt_pass1_vias=1356
export IMPL_reg2reg_to="timer[25]$_DFF_PN0_"
export IMPL_crit_type="reg2out"
export IMPL_fmax_mhz=431
export IMPL_simple_gate_share_pct=23.7
export IMPL_viasPerCell=5.01
export IMPL_syn_area_per_cell_um2=9.45
export IMPL_setup_viol=0
export IMPL_edf_count=0
export IMPL_cts_setup_buffers=0
export IMPL_fin_skew_ns=0.00942
export IMPL_routed_wl_mm=3.64
export IMPL_worst_hold_path_num_cells=1
export IMPL_switching_share_pct=22.2
export IMPL_hold_violations=0
export IMPL_clkPwrFrac_pct=50.0
export IMPL_clkTransAtPathRegs_ns=0.07
export IMPL_final_cell_mix="28 x dfrtp_1, 16 x a21oi_1, 11 x nor4_1, 11 x a22oi_1, 10 x nand3_1"
export IMPL_slew_headroom_pct=71.9
-- worst max path at each step --
stage / depth (start not counted) / endpoint
finish: 3 / light_o
global route: 3 / light_o
CTS: 3 / light_o
-- flip-flops by register name, indices dropped and copies added (netlist names) --
name   cells
timer     26
cs         3
-- cell type report --
cell class,count,area [µm²]
clock inverter,3,65.1
sequential,29,727
tap,102,128
timing repair buffer,6,52.6
fill,794,5720
inverter,9,33.8
multi-input combinational,128,857
clock buffer,5,68.8
-- per-stage QoR --
step / power, mW / area [µm²] / utilization (%) / cells / hold slack, ns
after CTS: 0.701 / 1930 / 25.3 / 282 / 0.544
after floorplan: 0.331 / 1650 / - / 175 / 0.491
final: 0.695 / 1930 / 25.3 / 282 / 0.544
after global routing: 0.726 / 1930 / 25.3 / 282 / 0.576
after detailed placement: 0.353 / 1800 / 23.5 / 274 / 0.535
after global placement: 0.354 / 1800 / 23.5 / 274 / 0.518
-- power groups by stage --
stage,Combinational (mW),Clock (mW),Sequential (mW)
global route,0.0588,0.370,0.298
CTS,0.0522,0.353,0.296
finish,0.0513,0.347,0.296
-- cells by family after synthesis --
kind of cell,Yosys count
compound gates,48
xor+xnor,13
fa+ha+maj,3
buf+inv,18
flops,29
simple gates,64
-- worst max-delay path: stages, from the launching register on --
cell             delay (ns)
dfrtp_1                0.42
nand2b_1               0.21
nor2_1                 0.10
clkdlybuf4s50_1        0.47
-- synth_stat cells (all sizes together) (3+ instances only) --
master | n | area [µm²]
nand3 | 10 | 50.1
xnor2 | 7 | 61.3
dfrtp | 28 | 701
nand4 | 9 | 62.6
ha | 3 | 37.5
a21oi | 16 | 80.1
xor2 | 6 | 52.6
nand2 | 7 | 26.3
a22oi | 11 | 82.6
nor4 | 11 | 68.8
nand2b | 3 | 18.8
o21ai | 6 | 30.0
inv | 9 | 33.8
and4 | 3 | 26.3
or4 | 8 | 60.1
o31ai | 6 | 45.0
or3 | 3 | 18.8
nor2 | 3 | 11.3
clkbuf | 7 | 26.3
-- per-layer routing --
| metal | vias to the layer above | share of wire (%) |
|---|---|---|
| li1 | 688 | - |
| met5 | - | 0 |
| met2 | 46 | 44 |
| met4 | 0 | 0.82 |
| met1 | 674 | 48 |
| met3 | 5 | 7.0 |
Power and IR drop assume default switching activity.
