<file path="./design.v">
package definitions;
    typedef logic [15:0] word_t;
    typedef logic [31:0] dword_t; 
endpackage
module exe_23 (
	input logic clk_i,
	input logic rst_ni,
	input logic coin_i,
	input logic push_i,
	output logic locked_o,
	output logic unlocked_o,
	output logic [7:0] counter_o
);
	typedef enum logic [2 - 1:0] {  
		LOCKED = 2'b01,
		UNLOCKED = 2'b10
	} fsm_t;
	fsm_t cs;
	fsm_t ns; 
	logic [7:0] credit;
	assign locked_o = (cs == LOCKED);
	assign unlocked_o = (cs == UNLOCKED);
	always_comb begin
		case(cs)
			LOCKED:
				if(coin_i)
					ns = UNLOCKED;
				else
					ns = LOCKED;
			UNLOCKED:
				if(credit != '0)
					ns = UNLOCKED;
				else
					ns = LOCKED;
			default:
				ns = LOCKED;
		endcase
	end
	always_ff @(posedge clk_i or negedge rst_ni) begin
		if(!rst_ni)
			cs <= LOCKED;
		else
			cs <= ns;
	end
	always_ff @(posedge clk_i or negedge rst_ni) begin
		if(!rst_ni) begin
			counter_o <= '0;
			credit <= '0;
		end else begin
			if(push_i && credit != '0) begin
				counter_o <= counter_o + 1'b1;
				credit <= credit - 1'b1;
			end else if(coin_i) begin
				credit <= credit + 1'b1;
			end
		end
	end
endmodule
</file>
<file path="./run.sh">
#!/bin/bash
# OpenROAD 26Q1-2900-gdf79404cd8, Yosys 0.63+post, stock flow scripts
make -C /OpenROAD-flow-scripts/flow DESIGN_CONFIG=/design/flow/config.mk WORK_HOME=/design/flow/orfs finish
</file>
<file path="./config.mk">
export PLATFORM = sky130hd
export DESIGN_NAME = exe_23
export DESIGN_NICKNAME = exe_23
export VERILOG_FILES = /design/flow/design.v
export SDC_FILE = /design/flow/constraint.sdc
export NUM_CORES = 4
export LEC_CHECK = 1
export CORE_AREA = 10 10 104 104
export DIE_AREA = 0 0 114 114
</file>
<file path="./constraint.sdc">
current_design exe_23

set clk_period 4.1
set clk_io_pct 0.2

create_clock -name clk0 -period $clk_period [get_ports {clk_i}]

set non_clock_inputs [all_inputs -no_clocks]
set_input_delay [expr $clk_period * $clk_io_pct] -clock clk0 $non_clock_inputs
set_output_delay [expr $clk_period * $clk_io_pct] -clock clk0 [all_outputs]
</file>
==> impl_report.txt <==
IMPLEMENTATION SUMMARY REPORT
----------------------------------------------------
[Die]
  Number of top-level design ports ........................ 14
  Area of the die ........................ 0.01300 mm2
  Starting density of the core ........................ 11.13%
  Core region area ........................ ~0.0087 mm2
  Number of cell rows ........................ 34
  Die extent in x ........................ ~110 um
  Die H ........................ around 110 um

[Clock network]
  Worst-case clock buffer depth ........................ 2
  Clock slew at the register clock pins of the worst setup and hold paths ........................ roughly 0.070 ns
  Number of clock buffers inserted by TritonCTS ........................ 3
  Post-cts sizing count ........................ 0
  Root Buffer Master ........................ sky130_fd_sc_hd__clkbuf_8
  Number of levels in the clock H-tree ........................ 1
  CTS tree ........................ yes
  Number of sinks on the clock net ........................ 18
  Post-CTS Hold Buffers ........................ 0
  Setup bufs post-CTS ........................ 0
  Clk ins delay skew pair ........................ ~0.25 ns

[Synthesis]
  Number of standard cells reported by yosys ........................ 90
  Synthesized netlist cell count ........................ approximately 90
  Seq share, synth ........................ between 40% and 50%
  Yosys stat area ........................ ~970 um2
  Total of warnings raised by yosys ........................ 1
  Post-synthesis instance area ........................ slightly below 0.001 mm2
  Count of flip-flops with a built-in enable after synthesis ........................ 0
  Fraction of registers with async set or reset after synthesis ........................ ~100%
  Unique cell type count in the Yosys netlist ........................ 32
  Post-synthesis sequential element count ........................ 18
  Flip-flop cell with the highest count after synthesis ........................ sky130_fd_sc_hd__dfrtp_1
  Post-Syn Area per Cell ........................ around 11 um2

[Route]
  DR iter-0 viols ........................ 73
  Vias after detailed routing ........................ ~740
  Detail Route Antenna Nets ........................ 0
  Count of unresolved DRC violations after routing ........................ 0
  Inserted Diodes ........................ 0
  TritonRoute pass-1 iters ........................ 4
  Sum of routed wire length over all layers ........................ 2091 um
  Per-cell routed wire length ........................ 9.771 um
  Via/cell ratio ........................ about 3.5

[Timing]
  Max Fclk ........................ about 0.33 GHz
  Setup repair after global routing missed its margin ........................ no
  Clock tree skew after final layout ........................ approximately 0.0022 ns
  Transition time at the pin with the least slew margin ........................ ~0.67 ns
  Headroom to the max-slew limit ........................ approximately 55%
  Final Max-Slew Violation Tally ........................ 0
  Count of endpoints failing hold in the final timing report ........................ 0
  Final-layout worst hold slack ........................ about 0.48 ns
  Period utilization ........................ 74.12%
  Tmin final ........................ between 3 and 4 ns
  Setup-failing EPs final ........................ 0
  Setup TNS ........................ 0 ns

[Placed design]
  Post-DP HPWL ........................ roughly 1600 um
  GPL Wtd Cong ........................ ~0.94
  Total of buffers placed on input and output ports ........................ 13

[Worst setup path]
  Maximum fanout encountered on the critical timing path ........................ 8
  Critical Path Sink Type ........................ register
  Element type at the critical path start ........................ primary input
  Critical-path cell with the highest stage delay ........................ sky130_fd_sc_hd__clkdlybuf4s50_1
  Endpoint arrival time on the critical path ........................ ~3.2 ns
  CP required ........................ 4.28 ns
  Crit-path max cell delay ........................ roughly 0.68 ns
  CP Cell Sequence ........................ clkdlybuf4s50_1 > o21ai_4 > xnor2_1 > ha_1 > nor2_1 > or3_1 > a221oi_2 > mux2i_1 > xor2_1
  Category of the most critical setup path ........................ in -> reg

[Power and ir drop]
  Worst vdd ir ........................ 0.1323 mV
  Total power divided by cell area ........................ between 600 and 700 mW/mm2
  Leakage Power ........................ 0.0004707 uW

[Flow run]
  Number of warnings in the stage logs ........................ 25
  Max-capacitance violation count ........................ 0

[Global route]
  Global-route usage over all layers ........................ 3.313%
  Pin count of the biggest net entering global routing ........................ 19
  Antenna violations before repair ........................ 0
  Via count of the first global-routing pass ........................ about 740
  Overflow left after global routing ........................ 0
  Global-route wire length before repair ........................ ~3700 um

[Outcome]
  Result of the run ........................ complete, no violations

[Finish]
  Fraction of layout instances using a drive strength above 1 ........................ approximately 11%
  Synthesis-to-finish area growth ........................ 31.22%
  Number of fill cells in the layout ........................ 981
  Top cell excl fill/tap ........................ sky130_fd_sc_hd__dfrtp_1
  Commonest non-fill, non-tap cells in the layout ........................ 17 x sky130_fd_sc_hd__dfrtp_1, 13 x sky130_fd_sc_hd__clkdlybuf4s50_1, 11 x sky130_fd_sc_hd__xnor2_1, 11 x sky130_fd_sc_hd__nand2_1, 7 x sky130_fd_sc_hd__nor2_1

[Hold path]
  Worst Hold Class ........................ reg -> reg

----------------------------------------------------
worst paths after layout:
path                            cells past startpoint  slack [ns]           end         start
worst min register to register                      1        0.48  counter_o[7]  counter_o[7]
worst max register to register                      9        1.11     credit[6]     credit[2]
min in group asynchronous                           2        0.90  counter_o[7]        rst_ni
worst max-delay path                                9        1.06     credit[6]        push_i
max in group asynchronous                           2        2.94         cs[0]        rst_ni
worst min-delay path                                1        0.48  counter_o[7]  counter_o[7]
routing by layer:
| layer | up-vias | wire (um) | global-route usage, % |
|---|---|---|---|
| met5 | - | 0 | 0 |
| met4 | 0 | 30 | 0.6683 |
| met3 | 6 | 88 | 0.8506 |
| met2 | 20 | 1077 | 5.505 |
| met1 | 363 | 895 | 4.253 |
| li1 | 351 | - | - |
final cells by class:
class                      instances  area [um2]  share of cell area (%)
timing repair buffer              14       137.6                   10.86
multi-input combinational         68       490.5                   38.70
inverter                           2       7.507                  0.5923
clock buffer                       4       45.04                   3.554
sequential                        18       451.7                   35.64
tap                              108       135.1                   10.66
per-stage QoR:
stage / setup slack [ns] / area (um2) / instances / utilization, % / power (uW)
6_report: 1.061 / 1267 / 214 / 14.61 / 800.7
5_1_grt: 0.8924 / 1267 / 214 / 14.61 / 870.6
4_1_cts: 1.083 / 1267 / 214 / 14.61 / 811.2
3_5_place_dp: 0.8464 / 1222 / 210 / 14.09 / 681.1
3_3_place_gp: 0.9200 / 1222 / 210 / 14.09 / 675.1
2_1_floorplan: 1.383 / 965.9 / 90 / - / 556.5
cells by family after synthesis:
kind of cell	after synthesis	synth area share [%]
compound gates	14	13.21
simple gates	35	19.17
fa+ha+maj	2	2.590
buf+inv	4	2.461
xor+xnor	15	13.60
flops	18	46.76
mux	2	2.202
Yosys cell counts, types with 2 or more instances:
cell type                  n  area share [%]
sky130_fd_sc_hd__xnor2_1  11              10
sky130_fd_sc_hd__xor2_1    4             3.6
sky130_fd_sc_hd__nand2_1  11             4.3
sky130_fd_sc_hd__ha_1      2             2.6
sky130_fd_sc_hd__o21ai_0   3             1.6
sky130_fd_sc_hd__or4_4     2             2.3
sky130_fd_sc_hd__inv_1     2            0.78
sky130_fd_sc_hd__nand3_1   6             3.1
sky130_fd_sc_hd__nand4_1   3             1.9
sky130_fd_sc_hd__a31oi_1   2             1.3
sky130_fd_sc_hd__nor2_1    7             2.7
sky130_fd_sc_hd__dfrtp_1  17              44
registers in the layout (all words and copies together), names as in the netlist:
name,cells
credit,8
counter_o,8
cs,2
worst max-delay path: cells and delay by family:
kind,cells,cell delay (ns)
xor gates and xnor gates,2,0.33
and+or+nand+nor,2,0.43
adders and majority gates,1,0.24
muxes,1,0.24
buffers and inverters,1,0.68
AOI/OAI and AO/OA,2,0.47
report_power, final:
| part | switching (uW) | internal (uW) | leakage (uW) | total [uW] |
|---|---|---|---|---|
| logic | 118 | 172 | 0.000232 | 290 |
| clock network | 58.9 | 69.0 | 0.0000228 | 128 |
| registers | 127 | 256 | 0.000216 | 383 |
| total | 304 | 497 | 0.000471 | 801 |
Power is estimated from default activity; no workload was simulated.
